[design.v]
module IEEE754_Mult
(
	input clock,
	input resetn,
	input [31:0] a,
	input [31:0] b,
	output reg [31:0] y
);
	wire sign;
	assign sign = (a[31] ^ b[31]);
	wire [7:0] exp_;
	assign exp_ = (a[30:23] + b[30:23]) + 8'b10000001;
	wire [23:0] mnts_a, mnts_b;
	assign mnts_a = {1'b1, a[22:0]};
	assign mnts_b = {1'b1, b[22:0]};
	wire [47:0] mnts_;
	assign mnts_ = (mnts_a * mnts_b);
	wire signed [24:0] mnts;
	assign mnts = mnts_[47:23];
	wire nrm_bit = mnts[24];
	wire [7:0] exp;
	assign exp = exp_ + nrm_bit;
	wire [22:0] mnts_res;
	assign mnts_res = nrm_bit ? mnts[23:1] : mnts[22:0];
	reg [31:0] y1;
	always @(posedge clock) 
	begin
		if (!resetn) begin
			y1 <= 32'h00000000;
			y <= 32'h00000000;
		end else begin
			if (a == 32'h00000000 || b == 32'h00000000) begin
				y1 <= 32'h00000000;
			end else begin
				y1 <= {sign, exp, mnts_res};
			end
			y <= y1;
		end
	end
endmodule
[run.sh]
#!/bin/bash
# OpenROAD 26Q1-2900-gdf79404cd8, Yosys 0.63+post, stock flow scripts
make -C /OpenROAD-flow-scripts/flow DESIGN_CONFIG=/design/flow/config.mk WORK_HOME=/design/flow/orfs finish
[config.mk]
export PLATFORM = sky130hd
export DESIGN_NAME = IEEE754_Mult
export DESIGN_NICKNAME = IEEE754_Mult
export VERILOG_FILES = /design/flow/design.v
export SDC_FILE = /design/flow/constraint.sdc
export NUM_CORES = 4
export LEC_CHECK = 1
export CORE_UTILIZATION = 50
[constraint.sdc]
current_design IEEE754_Mult

set clk_period 17.0
set clk_io_pct 0.2

create_clock -name clk0 -period $clk_period [get_ports {clock}]

set non_clock_inputs [all_inputs -no_clocks]
set_input_delay [expr $clk_period * $clk_io_pct] -clock clk0 $non_clock_inputs
set_output_delay [expr $clk_period * $clk_io_pct] -clock clk0 [all_outputs]
==> impl_metrics.ini <==
; synthesis and place-and-route metrics
[final_timing]
fmaxAchievable_mhz = 81.4
timing_worst_slew_pin_value_ps = 887
fin_crit_ps = 12290
finalSetupTns_ps = 0
setup_ws_ps = 4710
final_tally_of_setup_violations = 0
finalClockPeriodUsage_pct = 72.3
slew_headroom_pct = 40.9
clock_skew_ps = 3.15
rsz0062_at_grt = no
total_count_of_max_transition_violations_in_the_final_report = 0
finalHoldViolations = 0

[grt]
grt_start_max_net_pins = 35
grt_first_pass_wirelength_mm = 93.2
initial_antenna_violation_count = 0
grt_overflow = 0
first_global_vias = 17710
gr-usage-all-layers_pct = 31.4

[setup_path]
worst-endpoint-arrival_ps = 12490
worst_path_largest_cell_delay_ps = 790
path_common_cell = fa_1
critical_path.top_delay_family = adder cells
path_max_fanout = 25
critPathBufInv = 9
critical_path.slowest_cell = and3_1
startpoint_type = input port
worst-endpoint-required_ps = 17200
critPathCaptureType = register
crit_type = input port to register

[route]
avg_vias_per_cell = 5.33
drt_pre_antenna_iters = 8
drt-wirelength-per-cell_um = 19.3
detail_route.antenna_diodes = 0
first_iter_violations = 711
route.antenna.remaining_nets = 0
detailroute.via_count = 15731
wl_mm = 56.9
remaining_drc_errors = 0

[yosys]
synth_cell_type_count = 64
synth-area-yosys_sq_um = 21000
top_cells_by_count = 570 x inv_1, 482 x fa_1, 307 x nand2_1
synth_top_flop_cell = dfxtp_1
synth.ff_latch_count = 64
ys.warnings.count = 1
syn-mean-instance-area_sq_um = 8.85
synth.top_cell.area_share_pct = 45.9
synth.top_cells.by_area = fa_1 46%, ha_1 11%, inv_1 10%
largest_area_cell = fa_1
netlist.top_cell.by_instances = inv_1
yosys.stat.seqShare_pct = 6.10
number_of_cell_instances_after_yosys_synthesis = 2372
async_reset_ff_share_pct = 0
synth_area_sq_um = 21000
enable_flop_cells = 0
netlist_instances = 2372

[place]
area_after_dpl_sq_um = 22500
placed_cells_incl_taps = 2933
buffer_ports.inserted = 97
place.gp.congestion = 0.944
dp.final_hpwl_mm = 44.3
preCtsSetupSlack_ps = 4460

[die]
floorplan.die.height_um = 207
core_region_area_sq_um = 41100
rows = 74
chipWidth_um = 207
top_level_ports = 98
fp-utilization_pct = 51.1
dieArea_sq_um = 42800

[layout]
area_of_all_placed_cells_without_fillers_sq_um = 22800
n_fill_cell = 3742
area_growth_synth_to_finish_pct = 8.67
drive_gt1_share_pct = 3.31
finalNonFillerCells = 2949

[clock_tree]
clock-sinks = 64
clock.latency.late_pin_ps = 320
total_number_of_h_tree_levels = 3
cts_buf_count = 9
clk_transition_reported_paths_ps = 50
hold_bufs_at_cts = 0
tritoncts = done
clock_path_buffers = 2
total_setup_buffers_inserted_after_cts = 0
cts-root-buf = clkbuf_16
post_cts_gate_resize_count = 0

[run]
cap_viol_max_count = 0
openroad.warnings = 26

[run_status]
outcome = complete, no violations

[min_path]
worst_hold_path_type = register to register
-- final timing paths --
| path | startpoint | end | slack, ps | cells past startpoint |
|---|---|---|---|---|
| worst max-delay path | b[8] | y1[30] | 4710 | 35 |
| worst min register to register | y1[26] | y[26] | 430 | 1 |
| worst max register to register | y1[19] | y[19] | 16450 | 1 |
| worst min-delay path | y1[26] | y[26] | 430 | 1 |
-- cells by family after synthesis --
family,count (synthesis),share of synthesized area (%)
AOI/OAI and AO/OA,189,5.75
xor gates and xnor gates,32,1.33
adders and majority gates,664,56.8
buffers and inverters,690,12.6
DFF,64,6.10
muxes,4,0.191
and+or+nand+nor,729,17.3
-- cells in the final DEF (no fill, tap or decap), types with 3 or more instances in the layout --
cell / n
nor4_1: 18
inv_1: 570
o21ai_0: 23
nor2b_1: 5
nor2_1: 63
mux2i_1: 4
clkdlybuf4s50_1: 97
nand3_1: 23
buf_4: 50
clkbuf_16: 9
fa_1: 482
a31oi_1: 5
nand3b_1: 3
nand4_1: 14
a21o_1: 27
a21oi_1: 63
xnor2_1: 22
and3_1: 9
nand2_1: 307
o211ai_1: 4
o21a_1: 7
dfxtp_1: 64
a211oi_1: 7
xor2_1: 10
o21bai_1: 7
or3_1: 3
and2_1: 248
o21ai_1: 18
ha_1: 182
nor3_1: 24
-- metal layers --
metal | track usage [%] | part of all wire, %
met5 | 0.576 | 0
met4 | 11.8 | 4.8
met3 | 12.6 | 10
met2 | 48.8 | 47
met1 | 41.0 | 37
-- state kept, by name (all words and copies together) (netlist names) --
register and cells:
y1 32, y 32
-- final cells by class --
class / count / area [sq um] / share of cell area (%)
Tap cell: 532 / 666 / 2.92
Multi-Input combinational cell: 1618 / 17100 / 74.8
Timing Repair Buffer: 147 / 1350 / 5.90
Inverter: 572 / 2150 / 9.41
Clock buffer: 9 / 225 / 0.987
Clock inverter: 7 / 80.1 / 0.351
Sequential cell: 64 / 1280 / 5.61
-- per-stage QoR --
step,util (%),hold WS (ps)
after floorplan,-,412
after global placement,54.8,415
after detailed placement,54.8,419
after CTS,55.5,432
after global routing,55.5,442
final,55.5,429
