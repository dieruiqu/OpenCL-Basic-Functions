===== ./design.v =====
module ReLU
(
	input clock,
	input resetn,
	input [31:0] x,
	output reg [31:0] y
);
	reg [31:0] y1;
	always @(posedge clock) 
	begin
		if (!resetn) begin
			y1 <= 32'h00000000;
			y  <= 32'h00000000;
		end else if (x[31] == 1'b0) begin
			y1 <= x;
			y  <= y1;
		end else begin
			y1 <= 32'h00000000;
			y  <= y1;
		end
	end
endmodule

===== ./run.sh =====
#!/bin/bash
# OpenROAD 26Q1-2900-gdf79404cd8, Yosys 0.63+post, stock flow scripts
make -C /OpenROAD-flow-scripts/flow DESIGN_CONFIG=/design/flow/config.mk WORK_HOME=/design/flow/orfs finish

===== ./config.mk =====
export PLATFORM = sky130hd
export DESIGN_NAME = ReLU
export DESIGN_NICKNAME = ReLU
export VERILOG_FILES = /design/flow/design.v
export SDC_FILE = /design/flow/constraint.sdc
export NUM_CORES = 4
export LEC_CHECK = 1
export CORE_UTILIZATION = 40

===== ./constraint.sdc =====
current_design ReLU

set clk_period 1.0
set clk_io_pct 0.2

create_clock -name clk0 -period $clk_period [get_ports {clock}]

set non_clock_inputs [all_inputs -no_clocks]
set_input_delay [expr $clk_period * $clk_io_pct] -clock clk0 $non_clock_inputs
set_output_delay [expr $clk_period * $clk_io_pct] -clock clk0 [all_outputs]

==> Slide: Implementation Results <==
Flow Results at a Glance

Clock network
  – Post-CTS Hold Fix Bufs: 0
  – Worst-path clk slew: about 60 ps
  – CTS tree: yes
  – Root buf cell: clkbuf_8
  – Clock Path Buffers: 2
  – Post-CTS Setup Bufs: 0
  – Latency at later pin: ~320 ps
  – CTS buffer count: 9
  – Clock Sinks: about 62
  – CTS H-tree lvls: 3

Critical path
  – Nature of the critical path endpoint: output port
  – Slowest-stage cell, CP: dfxtp_2
  – Worst-path maximum fanout: 1
  – CP Launch Type: register
  – Critical-path cell list: buf_2
  – Worst path buffer plus inverter count: 1
  – Crit-path leading delay family: flip-flops
  – Worst path max stage delay: 310 ps
  – Worst Setup Path Type: register to output port
  – WP data required: around 800 ps
  – Worst path arrival time: 730 ps

GRT
  – Total GRT Usage: between 10% and 20%
  – Pin count of the biggest net entering global routing: 63
  – Initial antenna violation count: 0
  – First-pass GRT wire length: roughly 4800 µm
  – Global route overflow: 0
  – Number of global-route vias before repair: 1016

Min path
  – Hold crit path type: register to register

Drt
  – Final WL: ~2800 µm
  – Vias per cell: about 4.2
  – Drt pass-1 iters: 6
  – Antenna viol nets, final: 0
  – Drt wl/cell: roughly 11 µm
  – Ant diodes: 0
  – Vias: ~1100
  – Iteration-0 DRC Markers: 48
  – Remaining DRCs: 0

Yosys
  – Top cells by area: dfxtp_1 (69%), and3b_2 (16%), and2_1 (11%)
  – Synth top cells by count: dfxtp_1 (62), and2_1 (31), and3b_2 (29)
  – Mean Syn Cell Area: 13.3 µm²
  – Sequential area share after synthesis: between 60 and 70%
  – Mapped Area: around 1800 µm²
  – Largest area contributor in the netlist: dfxtp_1
  – Synth Instances: between 100 and 150
  – Dominant flop cell: dfxtp_1
  – Flip-flops with a built-in enable: 0
  – Yosys stat cell total: between 100 and 150
  – Async set or reset register ratio after synthesis: 0%
  – Yosys top cell by instances: dfxtp_1
  – Max-area cell share: 69.0%
  – Yosys reg bits: approximately 62
  – YS chip area: 1800 µm²
  – Yosys Warn Count: 1
  – Yosys cell types: 8

Timing
  – Post-route setup TNS: 0 ps
  – Final min period: approximately 930 ps
  – Setup violators final: 0
  – Tcrit/Tclk final: roughly 93%
  – WHS: between 400 and 500 ps
  – Final Hold Viols: 0
  – Achievable Freq: approximately 1100 MHz
  – Max-slew violations: 0
  – Clock skew: roughly 3.3 ps
  – RSZ-0062 raised after global routing: no

Floorplanning
  – Die width: 69.1 µm
  – Core area: about 4300 µm²
  – Num ports: approximately 66
  – Die area: 4770 µm²
  – Fp_density: around two fifths
  – Die height: about 69 µm
  – Rows: 24

Pwr
  – Total power: between 4 and 5 mW
  – PD cells: between 1500 and 2000 nW/µm²
  – Peak supply drop: 0.000890 V
  – Pleak: about 1.2 nW

Run
  – Tool warnings: 25
  – Max Cap Viol: 0

Status
  – Outcome: finished, final reports clean

Layout
  – Layout cells sized above 1: 38.0%
  – Seq. cell area: ~1200 µm²
  – Fill cell count: roughly 370
  – Multi-input logic area: 505 µm²
  – Final cell count without fillers: 257
  – Area Growth Syn to Fin: 38.7%

Placed design
  – Cell total after placement: between 200 and 250
  – DP HPWL: 1760 µm
  – GPL Wtd Cong: approximately 0.7
  – Port Buffers: 64
[cell families (layout without fill, tap and decap cells)]
kind of cell / after synthesis / in the layout / synth area share [%]
flip-flops: 62 / 62 / 69.0
AND/OR/NAND/NOR: 62 / 62 / 27.9
buffers and inverters: 10 / 80 / 2.92
other: 1 / 1 / 0.208
[through the flow]
stage                     setup slack (ps)  area [µm²]  util [%]
after floorplan                        367        1800         -
after global placement                -186        2490      57.5
after detailed placement              -208        2490      57.5
after CTS                            0.189        2530      58.4
after global routing                  31.3        2500      57.7
final                                 67.6        2500      57.7
[report_power, final]
group	switching (mW)	total (mW)	leakage, nW	internal, mW
Clock	0.812	1.79	0.0869	0.982
Sequential	0.0156	2.57	0.508	2.55
Combinational	0.0737	0.278	0.609	0.205
Total	0.901	4.64	1.20	3.74
[worst paths after layout]
path,from,endpoint,slack [ps],cells after the start
worst max register to register,y1[27]$_SDFF_PP0_,y[27]$_SDFF_PN0_,440,1
worst max-delay path,y[28]$_SDFF_PN0_,y[28],70,1
worst min register to register,y1[17]$_SDFF_PP0_,y[17]$_SDFF_PN0_,430,1
worst min-delay path,y1[17]$_SDFF_PP0_,y[17]$_SDFF_PN0_,430,1
[placed cells by master (no fill, tap or decap), drive strengths merged]
| cell | netlist | routed |
|---|---|---|
| and3b | 31 | 31 |
| clkdlybuf4s50 | 0 | 33 |
| buf | 4 | 28 |
| clkinv | 0 | 2 |
| dfxtp | 62 | 62 |
| conb | 1 | 1 |
| clkbuf | 6 | 17 |
| and2 | 31 | 31 |
[per-layer routing]
| layer | track usage, % | vias to the layer above | routed length (µm) |
|---|---|---|---|
| met3 | 4.01 | 10 | 208 |
| met4 | 3.85 | 0 | 95 |
| li1 | - | 562 | - |
| met5 | 0 | - | 0 |
| met1 | 19.3 | 472 | 1360 |
| met2 | 18.2 | 42 | 1160 |
[repair_timing]
item / in CTS / in global routing
gates resized: 89 / 6
endpoints found under the setup margin: 31 / 6
pin swaps: 0 / 0
endpoints found under the hold margin: 0 / 0
[sequential cells by signal, summed over array words and instances, names as in the netlist]
name,count
y,31
y1,31
[area by class of cell]
type,count,area share (%)
Clock buffer,11,6.07
Clock inverter,2,0.401
Multi-Input combinational cell,63,20.3
Sequential cell,62,49.8
Tap cell,52,2.61
Timing Repair Buffer,67,20.9
Power and IR drop assume default switching activity.
